===== flow/config.mk =====
export PLATFORM = sky130hd
export DESIGN_NAME = Transmitter
export DESIGN_NICKNAME = Transmitter
export VERILOG_FILES = /design/flow/design.v
export SDC_FILE = /design/flow/constraint.sdc
export NUM_CORES = 4
export LEC_CHECK = 1
export CORE_AREA = 10 10 91 91
export DIE_AREA = 0 0 101 101

===== flow/constraint.sdc =====
current_design Transmitter

set clk_period 2.2
set clk_io_pct 0.2

create_clock -name clk0 -period $clk_period [get_ports {clk}]

set non_clock_inputs [all_inputs -no_clocks]
set_input_delay [expr $clk_period * $clk_io_pct] -clock clk0 $non_clock_inputs
set_output_delay [expr $clk_period * $clk_io_pct] -clock clk0 [all_outputs]

===== flow/design.v =====
module Transmitter
    #(
        parameter   DBITS = 8,                       
                    SB_TICK = 16                     
    )
    (
        input clk,                                   
        input reset,                                 
        input tx_start,                              
        input sample_tick,                           
        input [DBITS-1:0] data_in,                   
        output reg tx_done,                          
        output tx                                    
    );
    localparam [1:0]    idle  = 2'b00,               
                        start = 2'b01,               
                        data  = 2'b10,               
                        stop  = 2'b11;               
    reg [1:0] state, next_state;                     
    reg [4:0] tick_reg, tick_next;                   
    reg [3:0] nbits_reg, nbits_next;                 
    reg [DBITS-1:0] data_reg, data_next;             
    reg tx_reg, tx_next;                             
    always @(posedge clk, posedge reset)
        if(reset) begin                              
            state <= idle;                           
            tick_reg <= 0;                           
            nbits_reg <= 0;                          
            data_reg <= 0;                           
            tx_reg <= 1'b1;                          
        end
        else begin
            state <= next_state;                     
            tick_reg <= tick_next;                   
            nbits_reg <= nbits_next;                 
            data_reg <= data_next;                   
            tx_reg <= tx_next;                       
        end
    always @* begin
        next_state = state;
        tx_done = 1'b0;
        tick_next = tick_reg;
        nbits_next = nbits_reg;
        data_next = data_reg;
        tx_next = tx_reg;
        case(state)
            idle: begin                              
                tx_next = 1'b1;                      
                if(tx_start) begin                   
                    next_state = start;              
                    tick_next = 0;                   
                    data_next = data_in;             
                end
            end
            start: begin
                tx_next = 1'b0;                      
                if(sample_tick)                      
                    if(tick_reg == 15) begin         
                        next_state = data;           
                        tick_next = 0;               
                        nbits_next = 0;
                    end
                    else
                        tick_next = tick_reg + 1;    
            end
            data: begin
                tx_next = data_reg[0];               
                if(sample_tick)                      
                    if(tick_reg == 15) begin
                        tick_next = 0;
                        data_next = data_reg >> 1;   
                        if(nbits_reg == (DBITS-1))   
                            next_state = stop;       
                        else
                            nbits_next = nbits_reg+1; 
                    end
                    else
                        tick_next = tick_reg + 1;    
            end
            stop: begin
                tx_next = 1'b1;          
                if(sample_tick)
                    if(tick_reg == (SB_TICK-1)) begin
                        next_state = idle;
                        tx_done = 1'b1;
                    end
                    else
                        tick_next = tick_reg + 1;
            end
        endcase    
    end
    assign tx = tx_reg;
endmodule

===== flow/run.sh =====
#!/bin/bash
# OpenROAD 26Q1-2900-gdf79404cd8, Yosys 0.63+post, stock flow scripts
make -C /OpenROAD-flow-scripts/flow DESIGN_CONFIG=/design/flow/config.mk WORK_HOME=/design/flow/orfs finish

==> impl_results.html <==
<h3>Flow metrics</h3>
<table>
<tr><th>Metric</th><th>Value</th></tr>
<tr><th colspan="2">Worst setup path</th></tr>
<tr><td>Count of buffering cells on the critical path with inverters included</td><td>3</td></tr>
<tr><td>Highest fanout seen on the critical path</td><td>8</td></tr>
<tr><td>Cell with the largest stage delay on the worst path</td><td>sky130_fd_sc_hd__dfrtp_1</td></tr>
<tr><td>Kind of end point of the critical path</td><td>flip-flop</td></tr>
<tr><td>Worst EP arrival</td><td>2.25 ns</td></tr>
<tr><td>Series of cell instances along the critical path</td><td>ha_2 -&gt; inv_2 -&gt; nor3_4 -&gt; ha_2 -&gt; nand2_4 -&gt; buf_4 -&gt; a2111oi_4 -&gt; buf_4 -&gt; nor2b_2 -&gt; a31o_1</td></tr>
<tr><td>Category of the most critical setup path</td><td>flip-flop to flip-flop</td></tr>
<tr><td>Critical path launch point type</td><td>flip-flop</td></tr>
<tr><td>Required time of the critical path</td><td>2.36 ns</td></tr>
<tr><td>Gate family responsible for the most delay along the worst path</td><td>AND-OR/OR-AND gates</td></tr>
<tr><td>Delay of the slowest critical-path stage</td><td>0.37 ns</td></tr>
<tr><th colspan="2">Clock network</th></tr>
<tr><td>TritonCTS sink count</td><td>22</td></tr>
<tr><td>CTS clock-pin slew for the worst setup and hold paths</td><td>0.08 ns</td></tr>
<tr><td>Total clock buffers created by CTS</td><td>3</td></tr>
<tr><td>Hold_buf cts</td><td>0</td></tr>
<tr><td>Clock tree from TritonCTS</td><td>done</td></tr>
<tr><td>Number of H-tree levels</td><td>1</td></tr>
<tr><td>Cell at the root of the clock tree</td><td>sky130_fd_sc_hd__clkbuf_8</td></tr>
<tr><td>CTS max path bufs</td><td>2</td></tr>
<tr><td>Worst-skew pair later-pin latency</td><td>0.26 ns</td></tr>
<tr><th colspan="2">Yosys</th></tr>
<tr><td>Yosys warnings</td><td>1</td></tr>
<tr><td>Tally of unique sky130hd cells used after synthesis</td><td>36</td></tr>
<tr><td>Synthesis area per yosys</td><td>1190 sq um</td></tr>
<tr><td>Syn Area/Cell</td><td>9.41 sq um</td></tr>
<tr><td>Commonest cells in the netlist</td><td>sky130_fd_sc_hd__dfrtp_1 (20), sky130_fd_sc_hd__nor2_1 (12), sky130_fd_sc_hd__a21oi_1 (11)</td></tr>
<tr><td>Cell taking the most area after synthesis</td><td>sky130_fd_sc_hd__dfrtp_1</td></tr>
<tr><td>Largest cells by area after synthesis</td><td>sky130_fd_sc_hd__dfrtp_1 (42%), sky130_fd_sc_hd__ha_1 (5.3%), sky130_fd_sc_hd__a21oi_1 (4.6%)</td></tr>
<tr><td>Top flip-flop cell by instance count after synthesis</td><td>sky130_fd_sc_hd__dfrtp_1</td></tr>
<tr><td>Top-count cell post-synth</td><td>sky130_fd_sc_hd__dfrtp_1</td></tr>
<tr><td>Share of synthesized area occupied by flip-flops and latches</td><td>0.466</td></tr>
<tr><td>Proportion of register bits with asynchronous set or reset after synthesis</td><td>1.00</td></tr>
<tr><td>Share of synthesized cell area in full adder, half adder and majority cells</td><td>0.0527</td></tr>
<tr><td>Area share of the largest cell type after synthesis</td><td>0.422</td></tr>
<tr><td>Post-synthesis compound-gate area fraction</td><td>0.271</td></tr>
<tr><td>Total standard cell area after synthesis</td><td>1190 sq um</td></tr>
<tr><td>Mux cell area share after synthesis</td><td>0</td></tr>
<tr><td>Mapped Cells</td><td>126</td></tr>
<tr><td>Xor/xnor share of the synthesized area</td><td>0</td></tr>
<tr><td>Largest non-sequential cell family by area</td><td>AND-OR/OR-AND gates</td></tr>
<tr><td>Ys cells</td><td>126</td></tr>
<tr><td>Flops &amp; latches, synth</td><td>22</td></tr>
<tr><td>Yosys simple share</td><td>0.164</td></tr>
<tr><td>Number of synthesized flops with an enable pin</td><td>0</td></tr>
<tr><th colspan="2">Pwr</th></tr>
<tr><td>Power spent charging and discharging nets</td><td>160 uW</td></tr>
<tr><td>Leakage power figure</td><td>0.000685 uW</td></tr>
<tr><td>IR Drop Worst-Case VDD</td><td>337 uV</td></tr>
<tr><td>Final total power</td><td>843 uW</td></tr>
<tr><td>Internal portion of total power</td><td>682 uW</td></tr>
<tr><td>Portion of total power attributed to combinational logic</td><td>0.056</td></tr>
<tr><td>Portion of total power attributed to sequential cells</td><td>0.493</td></tr>
<tr><td>Clock group share of total power</td><td>0.451</td></tr>
<tr><td>Total power divided by cell area</td><td>526 nW/um^2</td></tr>
<tr><td>Net Sw Frac</td><td>0.190</td></tr>
<tr><th colspan="2">Placed design</th></tr>
<tr><td>Sum of net half-perimeters after detailed placement</td><td>1950 um</td></tr>
<tr><td>Placed cells</td><td>222</td></tr>
<tr><td>Placer congestion estimate</td><td>0.756</td></tr>
<tr><td>Number of port buffers</td><td>13</td></tr>
<tr><th colspan="2">Global route</th></tr>
<tr><td>Initial antenna violation count</td><td>0</td></tr>
<tr><td>Sum of overflow across all layers after global routing</td><td>0</td></tr>
<tr><td>Global-route usage over all layers</td><td>0.0540</td></tr>
<tr><td>First-pass GRT wire length</td><td>4650 um</td></tr>
<tr><td>Pin count of the biggest net entering global routing</td><td>23</td></tr>
<tr><td>Vias in the first global route</td><td>1000</td></tr>
<tr><th colspan="2">Drt</th></tr>
<tr><td>Total iterations of the first detailed-routing run</td><td>4</td></tr>
<tr><td>Count of vias placed by the detailed router</td><td>1004</td></tr>
<tr><td>Total wire length after detailed routing</td><td>2690 um</td></tr>
<tr><td>Post-route DRC</td><td>0</td></tr>
<tr><td>Initial DRC Count</td><td>58</td></tr>
<tr><td>Post-detailed-route via-to-cell ratio</td><td>4.38</td></tr>
<tr><td>Routed WL per cell</td><td>11.7 um</td></tr>
<tr><td>Ant. Diodes</td><td>0</td></tr>
<tr><td>Antenna violation net count after detailed routing</td><td>0</td></tr>
<tr><th colspan="2">Floorplanning</th></tr>
<tr><td>Height of the die</td><td>101 um</td></tr>
<tr><td>Die boundary width</td><td>101 um</td></tr>
<tr><td>Number of rows in the core area</td><td>29</td></tr>
<tr><td>Total I/O pin count</td><td>14</td></tr>
<tr><td>Starting density of the core</td><td>0.187</td></tr>
<tr><td>Chip area</td><td>10200 sq um</td></tr>
<tr><td>Placeable core region</td><td>6350 sq um</td></tr>
<tr><th colspan="2">STA</th></tr>
<tr><td>Post-layout minimum cycle time</td><td>2.09 ns</td></tr>
<tr><td>Setup Total Neg Slack</td><td>0 ns</td></tr>
<tr><td>Remaining max-slew budget at the tightest pin</td><td>0.347</td></tr>
<tr><td>Final Setup Violations</td><td>0</td></tr>
<tr><td>Worst clock skew</td><td>0.00376 ns</td></tr>
<tr><td>Final Hold Violating Endpoints</td><td>0</td></tr>
<tr><td>Maximum clock rate</td><td>480 MHz</td></tr>
<tr><td>Final slew viol count</td><td>0</td></tr>
<tr><td>Slew at the pin with the worst max-slew slack</td><td>0.972 ns</td></tr>
<tr><td>Cycle use final</td><td>0.948</td></tr>
<tr><th colspan="2">Final layout</th></tr>
<tr><td>Ratio of cells with drive above 1 in the final layout</td><td>0.197</td></tr>
<tr><td>Area growth syn-to-layout</td><td>35.0%</td></tr>
<tr><td>Post-Layout Cell Count</td><td>229</td></tr>
<tr><td>Max FFs per register</td><td>8</td></tr>
<tr><th colspan="2">Flow run</th></tr>
<tr><td>Number of max-cap violations</td><td>0</td></tr>
<tr><td>Count of warning messages emitted by the tools</td><td>28</td></tr>
<tr><th colspan="2">Outcome</th></tr>
<tr><td>Outcome</td><td>finished clean</td></tr>
<tr><th colspan="2">Min path</th></tr>
<tr><td>Worst min-delay path category</td><td>flip-flop to flip-flop</td></tr>
</table>
[stage by stage]
step,area (sq um),util,worst slack (ns),hold slack (ns)
after global routing,1600,0.252,-0.0106,0.558
after detailed placement,1470,0.231,0.0666,0.480
after floorplan,1190,-,0.0907,0.428
final,1600,0.252,0.115,0.504
after CTS,1540,0.243,-0.155,0.514
after global placement,1470,0.231,0.106,0.476
[worst reg2reg max path, cell delays in order (launching register included)]
cell                        delay (ns)
sky130_fd_sc_hd__dfrtp_1          0.37
sky130_fd_sc_hd__ha_2             0.19
sky130_fd_sc_hd__inv_2            0.05
sky130_fd_sc_hd__nor3_4           0.18
sky130_fd_sc_hd__ha_2             0.23
sky130_fd_sc_hd__nand2_4          0.06
sky130_fd_sc_hd__buf_4            0.15
sky130_fd_sc_hd__a2111oi_4        0.33
sky130_fd_sc_hd__buf_4            0.21
sky130_fd_sc_hd__nor2b_2          0.05
sky130_fd_sc_hd__a31o_1           0.17
[repair_timing]
item	in CTS	in global routing
setup endpoints to repair	1	1
gates resized	1	10
endpoints found under the hold margin	0	0
buffers inserted	0	3
pin swaps	0	4
[final timing paths]
kind / startpoint / to / slack, ns / depth (start not counted)
setup / recovery: tick_reg[1] / data_reg[7] / 0.11 / 10
hold reg to reg: data_reg[0] / tx_reg / 0.50 / 1
hold / removal: data_reg[0] / tx_reg / 0.50 / 1
min in group asynchronous: reset / data_reg[0] / 0.52 / 3
max in group asynchronous: reset / state[0] / 1.40 / 3
setup reg to reg: tick_reg[1] / data_reg[7] / 0.11 / 10
[power groups by stage]
stage | Combinational [uW] | Clock (uW) | Sequential, uW
final | 47.3 | 380 | 415
after global routing | 53.0 | 409 | 416
after CTS | 47.9 | 393 | 415
[layer usage]
| layer | vias up | GRT usage | wire (um) |
|---|---|---|---|
| li1 | 513 | - | - |
| met4 | 0 | 0.00429 | 20 |
| met3 | 2 | 0.0125 | 97 |
| met5 | - | 0 | 0 |
| met1 | 468 | 0.0724 | 1240 |
| met2 | 21 | 0.0904 | 1330 |
[cells by family after synthesis]
logic type,after synthesis
AND-OR/OR-AND,46
adder cells (fa/ha/maj),5
buffers and inverters,13
flip-flops,22
AND/OR/NAND/NOR,40
[final cells by class]
type / count / area (sq um)
sequential: 22 / 553
inverter: 9 / 33.8
clock buffer: 3 / 41.3
fill: 643 / 4750
timing repair buffer: 26 / 230
tap: 77 / 96.3
clock inverter: 1 / 30.0
multi-input combinational: 91 / 617
[cells in the final DEF (no fill, tap or decap), drive strengths merged, types with 3 or more instances in the layout]
master / instances
buf: 13
dfrtp: 20
o21ai: 11
ha: 5
nor2b: 3
clkbuf: 3
clkdlybuf4s50: 12
inv: 9
nand2: 10
a21oi: 11
nand3: 6
o22ai: 8
nor2: 12
nor3: 3
No activity file was given, so power comes from the tool's default toggle rates.
