--- ./design.v ---
module baud_rate_generator
    #(       
        parameter   N = 6,      
                    M = 53      
    )
    (
        input clk,       
        input reset,             
        output tick              
    );
    reg [N-1:0] counter;         
    wire [N-1:0] next;           
    always @(posedge clk, posedge reset)
        if(reset)
            counter <= 0;
        else
            counter <= next;
    assign next = (counter == (M-1)) ? 0 : counter + 1;
    assign tick = (counter == (M-1)) ? 1'b1 : 1'b0;
endmodule
--- ./run.sh ---
#!/bin/bash
# OpenROAD 26Q1-2900-gdf79404cd8, Yosys 0.63+post, stock flow scripts
make -C /OpenROAD-flow-scripts/flow DESIGN_CONFIG=/design/flow/config.mk WORK_HOME=/design/flow/orfs finish
--- ./config.mk ---
export PLATFORM = sky130hd
export DESIGN_NAME = baud_rate_generator
export DESIGN_NICKNAME = baud_rate_generator
export VERILOG_FILES = /design/flow/design.v
export SDC_FILE = /design/flow/constraint.sdc
export NUM_CORES = 4
export LEC_CHECK = 1
export CORE_AREA = 10 10 70 70
export DIE_AREA = 0 0 80 80
--- ./constraint.sdc ---
current_design baud_rate_generator

set clk_period 2.3
set clk_io_pct 0.2

create_clock -name clk0 -period $clk_period [get_ports {clk}]

set non_clock_inputs [all_inputs -no_clocks]
set_input_delay [expr $clk_period * $clk_io_pct] -clock clk0 $non_clock_inputs
set_output_delay [expr $clk_period * $clk_io_pct] -clock clk0 [all_outputs]
==> run summary <==
status: finished, final reports clean
CTS tree: yes
tally of OpenROAD warnings: 26
count leader, synth: dfrtp_1
Area after DPL: 368 um2
crit path time final: 2.10 ns
#FFs+latches synth: 6
Root Buffer: clkbuf_4
Init Core Util: 8.50%
vias in the first global route: 228
gate count after technology mapping: 27
Seq/Total Area, Yosys: 51.7%
achievable frequency: 476 MHz
Fin Setup TNS: 0 ns
Worst path max stage delay: 0.47 ns
All-Layer GR Usage: 1.82%
register clock-pin slew on the reported worst setup and hold paths: 0.05 ns
Leak Pwr: 0.181 nW
clk sinks: 6
main logic family after synthesis: simple AND/OR/NAND/NOR gates
Die W: 80 um
Post-Syn Area per Cell: 10.8 um2
Arrival @ worst endpoint: 1.64 ns
Final Hold Fails: 0
Max clock buf depth: 2
post-synthesis adder-cell area fraction: 8.62%
area grow syn2layout: 41.4%
WL/cell: 6.21 um
die area: 0.00640 mm2
worst path cell trace: inv_1 -> ha_1 -> nand4b_1 -> nor2_4 -> clkdlybuf4s50_1
Least-Margin Pin Slew: 0.237 ns
slowest cell on the critical path: clkdlybuf4s50_1
vias: 214
pin count of the biggest net entering global routing: 7
Post-synth ARST share: 100%
Chip Area, Yosys: 290 um2
EDFF count, synth: 0
clk_skew: 0.00867 ns
XOR/XNOR Area Share: 9.05%
synth unique cells: 13
synth cell count leaders: 6 x dfrtp_1, 4 x inv_1, 4 x nor2_1
max reg flops: 6
worst hold path type: input pin to asynchronous set/reset pin
DRT Wirelength: 497 um
# Max-Cap Violations: 0
IO Port Bufs: 2
first-pass GRT wire length: 945 um
yosys stat cell total: 27
leading area contributor after synthesis: dfrtp_1
initial drt markers: 8
Placer Congestion: 0.725
total core area: 0.00342 mm2
PwrDens: 501 mW/mm2
CP Max Fanout: 5
router iterations before antenna repair: 3
antenna cells: 0
Post-Synth Simple-Gate Area: 22.4%
Post-synth top flop: dfrtp_1
Biggest register: counter
Top-area cell share: 51.7%
maximum vdd ir drop: 0.000108 V
Mux cell area share: 0%
Reg2Reg Depth: 6
Filler cells: 394
chip height: 80 um
H-tree levels: 1
Residual DRC: 0
initial antenna violation count: 0
Final Instance Area: 410 um2
Final Max-Slew Violation Tally: 0
RSZ-0062 raised after global routing: false
Design Power: 0.205 mW
CP Launch Type: flip-flop
biggest regs: counter x6
clock buffer count from CTS: 3
I/O pin count: 3
Max-Slew Margin vs Limit: 84.2%
final worst path period share: 91.4%
synthesized area: 290 um2
Finish-stage setup viols: 0
Crit Path Category: flip-flop to primary output
CP endpoint kind: primary output
top cells by area: dfrtp_1 52%, ha_1 8.6%, xor2_1 6.0%, inv_1 5.2%, nor2_1 5.2%
final core utilization: 12.0%
Insertion Delay late pin: 0.25 ns
row count: 21
layout cells sized above 1: 20.6%
YS warnings: 1
ao+oa area frac: 3.02%
Detail Route Antenna Nets: 0
Overflow after GRT: 0
vias per inst: 2.68
worst path required time: 1.84 ns
-- cells by family after synthesis --
family	Yosys count
adder cells (fa/ha/maj)	2
AND-OR/OR-AND	1
AND/OR/NAND/NOR	11
XOR/XNOR	3
buffers and inverters	4
flip-flops	6
-- placed cells by master (no fill, tap or decap) --
cell type / synthesis / routed
dfrtp_1: 6 / 6
inv_1: 4 / 4
nor2_1: 4 / 4
clkbuf_4: 0 / 3
nand3_1: 2 / 2
xor2_1: 2 / 2
ha_1: 2 / 2
clkdlybuf4s50_1: 0 / 2
buf_4: 0 / 2
nand4b_1: 1 / 1
nor2_4: 0 / 1
xnor2_1: 1 / 1
nand4_2: 1 / 1
nand2_1: 1 / 1
or3b_1: 1 / 1
o221ai_1: 1 / 1
-- metal layers --
metal	wire length (um)	GRT usage (%)	vias up
met2	204	2.41	7
met3	52	1.48	2
met5	0	0	-
met4	19	0.704	0
li1	-	-	103
met1	220	2.09	102
-- where the power goes --
group	total [mW]	internal (mW)	switching, mW	leakage (nW)
sequential	0.106	0.106	0	0.0740
clock	0.0956	0.0589	0.0367	0.0138
combinational	0.00383	0.00160	0.00224	0.0931
total	0.205	0.166	0.0389	0.181
-- timing repair --
item,4_1_cts,5_1_grt
setup buffers,0,2
endpoints found under the setup margin,0,1
resized,0,1
hold buffers,0,0
-- metrics by stage --
step	hold WS (ns)	worst slack (ns)	instances
floorplan	0.251	0.992	27
global placement	0.507	0.363	75
detailed placement	0.516	0.351	75
CTS	0.442	0.0634	78
global route	0.468	0.0652	80
finish	0.437	0.197	80
-- worst paths after layout --
check | from | slack [ns] | end
setup / recovery | counter[0] | 0.20 | tick
hold / removal | reset | 0.44 | counter[3]
setup reg to reg | counter[0] | 1.02 | counter[5]
hold reg to reg | counter[0] | 0.51 | counter[0]
max in group asynchronous | reset | 1.66 | counter[0]
min in group clk0 | counter[0] | 0.51 | counter[0]
-- critical path, delay by kind of cell (launching register included) --
| family | cells | cell delay, ns |
|---|---|---|
| flops | 1 | 0.41 |
| simple gates | 2 | 0.30 |
| buf+inv | 2 | 0.55 |
| fa+ha+maj | 1 | 0.15 |
-- cell type report --
| cell class | instances | area (um2) | area share (%) |
|---|---|---|---|
| flip-flops and latches | 6 | 150 | 36.6 |
| multi-input cells | 17 | 130 | 31.7 |
| well taps | 46 | 57.6 | 14.0 |
| repair buffers | 4 | 35.0 | 8.54 |
| clock buffers | 3 | 22.5 | 5.49 |
| inverters | 4 | 15.0 | 3.66 |
No activity file was given, so power comes from the tool's default toggle rates.
