==> flow/config.mk <==
export PLATFORM = sky130hd
export DESIGN_NAME = Receiver
export DESIGN_NICKNAME = Receiver
export VERILOG_FILES = /design/flow/design.v
export SDC_FILE = /design/flow/constraint.sdc
export NUM_CORES = 4
export LEC_CHECK = 1
export CORE_AREA = 10 10 90 90
export DIE_AREA = 0 0 100 100
==> flow/constraint.sdc <==
current_design Receiver

set clk_period 5.1
set clk_io_pct 0.2

create_clock -name clk0 -period $clk_period [get_ports {clk}]

set non_clock_inputs [all_inputs -no_clocks]
set_input_delay [expr $clk_period * $clk_io_pct] -clock clk0 $non_clock_inputs
set_output_delay [expr $clk_period * $clk_io_pct] -clock clk0 [all_outputs]
==> flow/design.v <==
module Receiver
    #(
        parameter   DBITS = 8,                               
                    SB_TICK = 16                             
    )
    (
        input clk,              
        input reset,                                         
        input rx,                                            
        input sample_tick,                                   
        output reg data_ready,                               
        output [DBITS-1:0] data_out                          
    );
    localparam [1:0] idle  = 2'b00,                          
                     start = 2'b01,                          
                     data  = 2'b10,                          
                     stop  = 2'b11;                          
    reg [1:0] state, next_state;                             
    reg [4:0] tick_reg, tick_next;                           
    reg [3:0] nbits_reg, nbits_next;                         
    reg [7:0] data_reg, data_next;                           
    always @(posedge clk, posedge reset)
        if(reset) begin
            state <= idle;                                   
            tick_reg <= 0;                                   
            nbits_reg <= 0;                                  
            data_reg <= 0;                                   
        end
        else begin
            state <= next_state;                             
            tick_reg <= tick_next;                           
            nbits_reg <= nbits_next;                         
            data_reg <= data_next;                           
        end         
    always @* begin
        next_state = state;             
        data_ready = 1'b0;
        tick_next = tick_reg;
        nbits_next = nbits_reg;
        data_next = data_reg;
        case(state)
            idle:
                if(~rx) begin                                
                    next_state = start;                      
                    tick_next = 0;
                end
            start:
                if(sample_tick)                              
                    if(tick_reg == 7) begin                  
                        next_state = data;                   
                        tick_next = 0;
                        nbits_next = 0;
                    end
                    else
                        tick_next = tick_reg + 1;            
            data:
                if(sample_tick)
                    if(tick_reg == 15) begin                
                        tick_next = 0;
                        data_next = {rx, data_reg[7:1]};     
                        if(nbits_reg == (DBITS-1))
                            next_state = stop;
                        else
                            nbits_next = nbits_reg + 1;
                    end
                    else
                        tick_next = tick_reg + 1;
            stop:
                if(sample_tick)
                    if(tick_reg == (SB_TICK-1)) begin
                        next_state = idle;
                        data_ready = 1'b1;
                    end
                    else
                        tick_next = tick_reg + 1;
        endcase                    
    end
    assign data_out = data_reg;
endmodule
==> flow/run.sh <==
#!/bin/bash
# OpenROAD 26Q1-2900-gdf79404cd8, Yosys 0.63+post, stock flow scripts
make -C /OpenROAD-flow-scripts/flow DESIGN_CONFIG=/design/flow/config.mk WORK_HOME=/design/flow/orfs finish
==> impl_metrics.csv <==
group,metric,value,unit
floorplanning,core_area,6280,µm²
final_timing,final-hold-violation-count,0,
finish,syn_to_final_growth,22.4,%
synthesis,top_cells_by_count,"dfrtp_1 (20), nand2_1 (11), mux2_1 (9), inv_1 (6)",
placed_design,hpwl,1.56,mm
cts,hold_buffers,0,
power,ir_drop,0.204,mV
critical_path,crit_type,"input pin to primary output",
finish,stdcell_area,1350,µm²
placed_design,port_buffers,12,
cts,cts_resized,0,
cts,clk_pin_slew,0.07,ns
cts,cts.htree.levels,1,
cts,cts_made_buffers,3,
critical_path,cp.depth,6,
global_routing,grt_pass1_wl,3.82,mm
worst_hold_path,whs_path_depth,1,
critical_path,crit_fanout,4,
synthesis,ys_cells,100,
floorplanning,die_y,100,µm
final_timing,setup_ws,1.51,ns
cts,post_cts_buffers,0,
global_routing,grtUsageTotal,4.44,%
route,vias,774,
cts,cts_tree,"yes",
global_routing,grt_max_degree,22,
synthesis,ys_area,1100,µm²
critical_path,cp.arrival,2.57,ns
global_routing,grt-ovfl-total,0,
final_timing,drv_slew,0,
route,drtIter0Drc,39,
route,final_antenna_net_count,0,
final_timing,fin_skew,0.00430,ns
synthesis,synth_flops,21,
route,wl_per_cell,10.8,µm
cts,cts_root_buf,"clkbuf_8",
global_routing,met3_usage,1.87,%
placed_design,place_area,1300,µm²
power,power_frac_seq,45.0,%
floorplanning,dieWidth,100,µm
floorplanning,dieArea,10000,µm²
cts,clock-sinks,21,
route,dr.pass1.iters,4,
cts,clock.latency.late_pin,0.26,ns
finish,drive_gt1_share,11.4,%
flow_run,drv_cap,0,
placed_design,globalplace.congestion,0.782,
power,power.internal,453,µW
power,clkPwrFrac,15.8,%
route,drc,0,
final_timing,relSlewSlack,71.0,%
critical_path,reg2regPathDepth,5,
power,combPwrFrac,39.2,%
final_timing,tns,0,ns
critical_path,crit_required,4.08,ns
critical_path,crit_family,"buffers and inverters",
finish,largest_register_ffs,8,
global_routing,gr-usage-met1,6.16,%
critical_path,crit_slowest_cell,"clkdlybuf4s50_1",
route,drt-total-wl,2.07,mm
final_timing,rsz0062_at_grt,"false",
power,p_sw_share,34.2,%
synthesis,top_area_share,45.4,%
synthesis,synth_top_cell_by_area,"dfrtp_1",
global_routing,antenna_found_initial,0,
synthesis,synth.cell_area,1100,µm²
placed_design,dp_slack,1.50,ns
final_timing,post-route-period-util,70.3,%
synthesis,synthCells,100,
route,diodes,0,
synthesis,syn_area_per_cell,11.0,µm²
global_routing,use_met2,6.42,%
final_timing,fmax,279,MHz
synthesis,synth.distinct_cells,42,
floorplanning,fp-utilization,17.6,%
finish,utilization,21.5,%
power,p_per_area,511,nW/µm²
synthesis,yosysSeqAreaShare,47.8,%
critical_path,crit_chain,"clkdlybuf4s50_1 > nand3b_1 > nor2_1 > nand2_1 > inv_1 > clkdlybuf4s50_1",
worst_hold_path,min_path_type,"register to register",
flow_run,warnings,25,
final_timing,worst_slew_pin_slew,0.434,ns
critical_path,path_common_cell,"clkdlybuf4s50_1",
critical_path,slowest_delay,0.54,ns
power,switchingPower,236,µW
synthesis,topCellsByArea,"dfrtp_1 (45%), mux2_1 (9.2%), nand2_1 (3.7%)",
synthesis,flop_cell,"dfrtp_1",
cts,clockBufferDepth,2,
route,viasPerCell,4.05,
final_timing,post-route-min-period,3.59,ns
final_timing,setup_viol,0,
global_routing,busiest_layer,"met2",
critical_path,cp.buffers_inverters,3,
floorplanning,ioPinCount,13,
synthesis,edf_count,0,
outcome,outcome,"finished, final reports clean",
power,p_leak,0.000583,µW
critical_path,cp-end-kind,"primary output",
synthesis,synth.most_common_cell,"dfrtp_1",
finish,fillCellCount,671,
synthesis,async_flop_share,100,%
critical_path,critPathLaunchType,"input pin",
synthesis,ys.warnings.count,1,
floorplanning,row_count,29,
global_routing,grt_pass1_vias,804,
[path summary, 6_finish.rpt]
kind	to	slack [ns]	startpoint
setup / recovery	data_ready	1.51	sample_tick
setup reg to reg	nbits_reg[0]	3.24	tick_reg[0]
max in group asynchronous	state[0]	3.75	reset
hold reg to reg	data_reg[0]	0.50	data_reg[0]
min in group asynchronous	tick_reg[2]	1.08	reset
hold / removal	data_reg[0]	0.50	data_reg[0]
[power groups by stage]
stage	Combinational [µW]	Sequential, µW	Clock (µW)
4_1_cts	276	310	113
5_1_grt	310	325	120
6_report	270	310	109
[logic make-up (layout without fill, tap and decap cells)]
| kind of cell | after synthesis | in the layout | share of synthesized area, % |
|---|---|---|---|
| simple gates | 37 | 37 | 19.3 |
| flops | 21 | 21 | 47.8 |
| compound gates | 19 | 19 | 14.9 |
| mux | 10 | 10 | 10.1 |
| buf+inv | 10 | 24 | 4.54 |
| fa+ha+maj | 3 | 3 | 3.41 |
[routing by layer]
metal / vias up / share of wire [%]
li1: 387 / -
met1: 371 / 50
met2: 14 / 39
met3: 2 / 9.1
met4: 0 / 0.97
met5: - / 0
[area by class of cell]
class                   instances  area (µm²)  area share (%)
flip-flops and latches         21         527            39.1
multi-input cells              69         526            39.0
clock inverters                 1        5.00           0.371
well taps                      77        96.3            7.14
repair buffers                 13         128            9.46
inverters                       7        26.3            1.95
clock buffers                   3        41.3            3.06
[metrics by stage]
stage | hold WS (ns) | power, µW | instances
2_1_floorplan | 0.439 | 486 | 100
3_3_place_gp | 0.480 | 581 | 187
3_5_place_dp | 0.490 | 587 | 187
4_1_cts | 0.508 | 699 | 191
5_1_grt | 0.547 | 755 | 191
6_report | 0.497 | 689 | 191
[worst reg2reg max path: stages (launching register included)]
cell and delay, ns:
dfrtp_1 0.40, ha_1 0.29, nand4b_2 0.23, o21ai_1 0.25, and3_4 0.25, mux2_1 0.32
[placed cells by master, fill, tap and decap left out, types with 2 or more instances in the layout]
cell type,Yosys,layout
nand3_1,4,4
or2b_1,2,2
mux2_1,9,9
nand2_1,11,11
inv_1,6,6
nor2_1,4,4
nor3_1,2,2
clkdlybuf4s50_1,0,12
o21ai_1,3,3
nand4_1,2,2
or3_1,2,2
a22o_1,2,2
ha_1,3,3
dfrtp_1,20,20
o21ai_0,2,2
clkbuf_8,0,3
No activity file was given, so power comes from the tool's default toggle rates.
